==> flow/design.v <==
module dpram(
   clk   ,
   ena   ,   
   wea   ,   
   addra ,   
   enb   ,   
   addrb ,   
   dia   ,   
   dob       
);
   parameter W_DATA = 8;
   parameter N_WORD = 512; 
   parameter W_WORD = $clog2(N_WORD);
   parameter FILENAME = "";
   parameter N_DELAY = 1;
   input clk;   
   input ena;                  
   input wea;                  
   input [W_WORD-1:0] addra;   
   input enb;                  
   input [W_WORD-1:0] addrb;   
   input [W_DATA-1:0] dia;     
   output [W_DATA-1:0] dob;    
	reg [W_DATA-1:0] ram[N_WORD-1:0];
   initial
   begin
      if (FILENAME != "") begin
         $display("### Loading internal memory from %s ###", FILENAME);
         $readmemh(FILENAME, ram);
      end
   end
   always @(posedge clk)
   begin: write
      if(ena)
      begin
         if(wea)
            ram[addra] <= dia;
      end
   end
   generate 
      if(N_DELAY == 1) begin: delay_1
         reg [W_DATA-1:0] rdata;  
         always @(posedge clk)
         begin: read
            if(enb)
               rdata <= ram[addrb];
         end
         assign dob = rdata;
      end
      else begin: delay_n
         reg [N_DELAY*W_DATA-1:0] rdata_r;
         always @(posedge clk)
         begin: read
            if(enb)
               rdata_r[0+:W_DATA] <= ram[addrb];
         end
         always @(posedge clk) begin: delay
            integer i;
            for(i = 0; i < N_DELAY-1; i = i+1)
               if(enb)
                  rdata_r[(i+1)*W_DATA+:W_DATA] <= rdata_r[i*W_DATA+:W_DATA];
         end
         assign dob = rdata_r[(N_DELAY-1)*W_DATA+:W_DATA];
      end
   endgenerate
endmodule
==> flow/run.sh <==
#!/bin/bash
# OpenROAD 26Q1-2900-gdf79404cd8, Yosys 0.63+post, stock flow scripts
make -C /OpenROAD-flow-scripts/flow DESIGN_CONFIG=/design/flow/config.mk WORK_HOME=/design/flow/orfs finish
==> flow/config.mk <==
export PLATFORM = sky130hd
export DESIGN_NAME = dpram
export DESIGN_NICKNAME = dpram
export VERILOG_FILES = /design/flow/design.v
export SDC_FILE = /design/flow/constraint.sdc
export NUM_CORES = 4
export LEC_CHECK = 1
export CORE_UTILIZATION = 50
==> flow/constraint.sdc <==
current_design dpram

set clk_period 17.1
set clk_io_pct 0.2

create_clock -name clk0 -period $clk_period [get_ports {clk}]

set non_clock_inputs [all_inputs -no_clocks]
set_input_delay [expr $clk_period * $clk_io_pct] -clock clk0 $non_clock_inputs
set_output_delay [expr $clk_period * $clk_io_pct] -clock clk0 [all_outputs]
==> out/notes.md <==
With the layout cell share with drive strength beyond 1 at 17.5%, the critical path data required time is 17890 ps. Setup repair after global routing left no endpoint under its margin. The worst setup slack after placement was 8200 ps; the maximum number of buffers from clock root to sink was 4.

In this run, synthesis inferred 4104 flip-flops with an integrated enable. The logs give 0.104 mV for the peak ir drop on the vdd network and 6 for the detailed-router iteration count before antenna repair. The count of fill cells added during filler insertion was 23000.

The placement stage leaves a total instance area of 0.165 mm². The layout overhead on the synthesized area was 11.1%; the total cells reported by yosys after synthesis was 8021. In the floorplan report the effective utilization is 50.4%. The synthesis-stage register bit count is 4104. The biggest area contributor in the post-synthesis netlist is sky130_fd_sc_hd__edfxtp_1.

The H-tree level count is 5. The run finished with clean final reports. With the final standard cell area without fillers at 0.178 mm², the last weighted congestion value of the routability-driven placer is 0.964. The floorplan die height is 568 µm, and the number of antenna-violating nets in the routed design is 0.

The logs give 55.9% for the core utilization of the finished layout and 0.160 mm² for the area figure in the yosys stat output. The via count of the first global-routing pass is 86400. Averaged over all synthesized cells, the footprint is 20.0 µm². The script logs the ratio of routed vias to standard cells as 6.28. The floorplan step defined a core boundary enclosing 0.318 mm². The run gives 416 for the CTS buffer count. Library cell used as clock root buffer: sky130_fd_sc_hd__clkbuf_16. The overall track demand over capacity in global routing is 29.7%, and the areal power density over the cells is 117 mW/mm². Row generation in the floorplan step produced 207 rows. According to the dpl log, the detail-placed design has an HPWL of 259000 µm. The routed length per instance was 32.9 µm; the number of I/O port buffers was 37. Setup total negative slack on the finished layout was measured at 0 ps. The horizontal die dimension works out to 568 µm. The worst setup path is launched from an input port.

The initial antenna violation count is 20. The run gives 0 for the sum of overflow across all layers after global routing. With the upper clock frequency limit at 126 MHz, the OpenROAD warning count is 38. The worst setup path is captured at a flip-flop. With the headroom to the max-slew limit at 18.0%, the fraction of the cycle the final worst path needs is 46.5%. In this run the post-CTS setup repair buffer count came out at 0. The top cell type's share of synthesized area was 76.9%. The tightest min-delay check is of the flip-flop to flip-flop type.

The source-to-sink clock delay at the later pin of the worst-skew pair was 970 ps. The final timing report gives a worst setup slack of 9160 ps. The total wire length after detailed routing was 420000 µm. The most frequently used flop master after synthesis is sky130_fd_sc_hd__edfxtp_1. According to the timing report, the arrival time at the worst endpoint equals 8730 ps. Clock skew on the completed layout was measured at 58.0 ps.

The run gives 0 for the number of hold violations in the final report. The transition time recorded at the tightest slew-check pin is 1220 ps. The report lists the number of cells resized after CTS as 0.

CTS clock-pin slew for the worst setup and hold paths: 60 ps. Per the timing report, the biggest fanout along the worst path comes to 53. The run gives 0 as the count of max-cap constraint violations.

TritonCTS built the clock tree. The script extracted a total leakage power of 56.2 nW. Max-slew check failures listed in the final report amount to 0. Overall power consumption after layout is estimated at 0.0208 W.

The main area contributors are sky130_fd_sc_hd__edfxtp_1, sky130_fd_sc_hd__mux4_2, sky130_fd_sc_hd__mux2i_1. In this run the cell area of the synthesized design comes to 0.160 mm². The number of cells produced by synthesis came out at 8021. The detailed router finished its first iteration with 5956 violations. The number of different library cells used by synthesis comes to 51.

Yosys instantiated no cell more often than sky130_fd_sc_hd__edfxtp_1. Sorting the synthesized cells by how often they occur yields sky130_fd_sc_hd__edfxtp_1, sky130_fd_sc_hd__mux2i_1, sky130_fd_sc_hd__mux4_2. For this block, the via count after detailed routing is 80300. Counting I/O delays and the setup requirement, the final critical path takes 7940 ps.

The clock tree has to reach 4104 sinks. With the quantity of hold-fixing buffers added after cts at 0, the pin count of the biggest net entering global routing is 125. Number of placed I/O pins: 38. The final report lists the setup-violating endpoint count as 0. The wire length of the first global-routing pass came out at 606000 µm. The share of synthesized registers carrying an async set or reset came out at 0%. In the routed design, unresolved DRC markers number 0. Proportion of synthesized chip area in sequential cells: 76.9%.

The run gives 0.323 mm² for the chip footprint. The critical path is of the input port to flip-flop type. Count of yosys warnings during synthesis: 1.
## final timing paths
| kind | from | endpoint | slack (ps) | cells after the start |
|---|---|---|---|---|
| setup / recovery | addrb[1] | delay_1.rdata[3]$_DFFE_PP_ | 9160 | 11 |
| hold / removal | ram[431][7]$_DFFE_PP_ | delay_1.rdata[7]$_DFFE_PP_ | 1240 | 5 |
| setup reg to reg | ram[251][3]$_DFFE_PP_ | delay_1.rdata[3]$_DFFE_PP_ | 13690 | 7 |
| hold reg to reg | ram[431][7]$_DFFE_PP_ | delay_1.rdata[7]$_DFFE_PP_ | 1240 | 5 |
## final cells by class
cell class | count | area (µm²) | area share (%)
Sequential cell | 4104 | 123000 | 69.2
Multi-Input combinational cell | 3400 | 34000 | 19.1
Clock buffer | 510 | 10900 | 6.14
Tap cell | 4180 | 5230 | 2.94
Timing Repair Buffer | 293 | 2510 | 1.41
Clock inverter | 243 | 2090 | 1.18
Antenna cell | 36 | 90.1 | 0.0506
Inverter | 4 | 22.5 | 0.0126
## state kept, by name (all words and copies together) (netlist names)
| name | flops |
|---|---|
| delay_1.rdata | 8 |
| ram | 4096 |
## worst max-delay path: stages
cell	delay (ps)
sky130_fd_sc_hd__buf_8	380
sky130_fd_sc_hd__buf_4	590
sky130_fd_sc_hd__buf_4	610
sky130_fd_sc_hd__buf_4	540
sky130_fd_sc_hd__buf_4	550
sky130_fd_sc_hd__mux4_2	320
sky130_fd_sc_hd__o22ai_1	70
sky130_fd_sc_hd__a22oi_1	380
sky130_fd_sc_hd__nand4_1	810
sky130_fd_sc_hd__and4_1	600
sky130_fd_sc_hd__nor4_2	290
## layout by cell type (no fill, tap or decap), types with 23 or more instances in the layout
master / n
sky130_fd_sc_hd__nor4_1: 27
sky130_fd_sc_hd__a22oi_1: 94
sky130_fd_sc_hd__diode_2: 36
sky130_fd_sc_hd__a21oi_1: 209
sky130_fd_sc_hd__nand4_1: 45
sky130_fd_sc_hd__buf_4: 244
sky130_fd_sc_hd__o21ai_0: 116
sky130_fd_sc_hd__nand3_1: 32
sky130_fd_sc_hd__o221ai_1: 367
sky130_fd_sc_hd__nand2_1: 103
sky130_fd_sc_hd__edfxtp_1: 4104
sky130_fd_sc_hd__mux2i_1: 823
sky130_fd_sc_hd__nor3_1: 31
sky130_fd_sc_hd__bufinv_16: 32
sky130_fd_sc_hd__clkdlybuf4s50_1: 24
sky130_fd_sc_hd__a211oi_1: 23
sky130_fd_sc_hd__clkbuf_1: 86
sky130_fd_sc_hd__clkbuf_16: 424
sky130_fd_sc_hd__o22ai_1: 185
sky130_fd_sc_hd__clkinv_2: 83
sky130_fd_sc_hd__mux4_2: 617
sky130_fd_sc_hd__clkinv_1: 97
sky130_fd_sc_hd__nor2_1: 562
## routing by layer
| metal | vias up | GRT usage, % | routed length (µm) | share of wire (%) |
|---|---|---|---|---|
| met5 | - | 2.89 | 851 | 0.20 |
| met2 | 4881 | 41.4 | 195000 | 46 |
| li1 | 34000 | - | - | - |
| met4 | 35 | 6.91 | 12500 | 3.0 |
| met1 | 40700 | 39.2 | 135000 | 32 |
| met3 | 674 | 23.0 | 76400 | 18 |
## per-stage QoR
step	cells	hold slack, ps
5_1_grt	12800	1340
4_1_cts	12700	1250
3_3_place_gp	12000	1250
6_report	12800	1240
3_5_place_dp	12000	1270
2_1_floorplan	8021	981
## report_power, final
group | internal, W | switching [W] | total, W | leakage [nW]
sequential | 0.0111 | 0.0000133 | 0.0111 | 36.9
combinational | 0.000304 | 0.000673 | 0.000978 | 13.0
clock | 0.00501 | 0.00371 | 0.00872 | 6.37
total | 0.0164 | 0.00440 | 0.0208 | 56.2
## cells by family after synthesis
logic type      Yosys count  share of synthesized area, %
flops                  4104                          76.9
compound gates         1038                          4.51
buf+inv                 517                          2.03
simple gates            904                          2.47
mux                    1458                          14.1
Power is estimated from default activity; no workload was simulated.
