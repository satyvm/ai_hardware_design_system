[/design/flow/design.v]
module dual_port_block_ram(
   clk   ,
   ena   ,   
   wea   ,   
   addra ,   
   enb   ,   
   addrb ,   
   dia   ,   
   dob       
);
	parameter W_DATA = 8;
   parameter N_CELL = 512; 
   parameter W_CELL = $clog2(N_CELL);
   parameter FILENAME = "";
   parameter N_DELAY = 1;
   input clk;   
   input ena;                  
   input wea;                  
   input [W_CELL-1:0] addra;   
   input enb;                  
   input [W_CELL-1:0] addrb;   
   input [W_DATA-1:0] dia;     
   output [W_DATA-1:0] dob;    
	reg [W_DATA-1:0] ram[N_CELL-1:0];
   initial
   begin
      if (FILENAME != "") begin
         $display("### Loading internal memory from %s ###", FILENAME);
         $readmemh(FILENAME, ram);
      end
   end
   always @(posedge clk)
   begin: write
      if(ena)
      begin
         if(wea)
            ram[addra] <= dia;
      end
   end
   generate 
      if(N_DELAY == 1) begin: delay_1
         reg [W_DATA-1:0] rdata;  
         always @(posedge clk)
         begin: read
            if(enb)
               rdata <= ram[addrb];
         end
         assign dob = rdata;
      end
      else begin: delay_n
         reg [N_DELAY*W_DATA-1:0] rdata_r;
         always @(posedge clk)
         begin: read
            if(enb)
               rdata_r[0+:W_DATA] <= ram[addrb];
         end
         always @(posedge clk) begin: delay
            integer i;
            for(i = 0; i < N_DELAY-1; i = i+1)
               if(enb)
                  rdata_r[(i+1)*W_DATA+:W_DATA] <= rdata_r[i*W_DATA+:W_DATA];
         end
         assign dob = rdata_r[(N_DELAY-1)*W_DATA+:W_DATA];
      end
   endgenerate
endmodule
[/design/flow/run.sh]
#!/bin/bash
# OpenROAD 26Q1-2900-gdf79404cd8, Yosys 0.63+post, stock flow scripts
make -C /OpenROAD-flow-scripts/flow DESIGN_CONFIG=/design/flow/config.mk WORK_HOME=/design/flow/orfs finish
[/design/flow/config.mk]
export PLATFORM = sky130hd
export DESIGN_NAME = dual_port_block_ram
export DESIGN_NICKNAME = dual_port_block_ram
export VERILOG_FILES = /design/flow/design.v
export SDC_FILE = /design/flow/constraint.sdc
export NUM_CORES = 4
export LEC_CHECK = 1
export CORE_UTILIZATION = 50
[/design/flow/constraint.sdc]
current_design dual_port_block_ram

set clk_period 17.1
set clk_io_pct 0.2

create_clock -name clk0 -period $clk_period [get_ports {clk}]

set non_clock_inputs [all_inputs -no_clocks]
set_input_delay [expr $clk_period * $clk_io_pct] -clock clk0 $non_clock_inputs
set_output_delay [expr $clk_period * $clk_io_pct] -clock clk0 [all_outputs]
==> reports/metrics.cfg <==
[finish]
seqCellArea_mm2=0.123
drive_gt1_share_pct=17.5
layout_top_cells=edfxtp_1 (4104), mux2i_1 (823), mux4_2 (617)
syn2layout_area_growth_pct=11.1
fillers=23000
logic_area_mm2=0.0340
lay_top_count=edfxtp_1

[yosys]
synth-edff-count=4104
synth-main-ff-cell=edfxtp_1
syn_avg_cell_area_um2=20.0
ys_cells=8021
netlist_instances=8021
ys_seq_share_pct=76.9
synth_flops=4104
ys_types=51
synth_chip_area_mm2=0.160
async_reset_ff_share_pct=0
yosys_warnings=1
synth_area_mm2=0.160

[sta]
rsz0062_at_grt=false
slew_headroom_pct=18.0
timing.fmax_ghz=0.126
setup_viol=0
tns_ns=0
tightestPinTransition_ns=1.22
fin_crit_ns=7.94
whs_ns=1.24
hold_violations=0
slew_violations=0
worst_clock_skew_ns=0.0580
min_period_over_period_pct=46.5

[detailed_routing]
wl_per_cell_um=32.9
ant_nets=0
drc=0
dr.first_iter.drc_count=5956
drt-total-wl_um=420000
first_pass_iters=6
vias=80300
viasPerCell=6.28

[place]
numPortBuffers=37
hpwl_um=259000
gp_congestion=0.964

[floorplanning]
fp_util_pct=50.4
core-area_mm2=0.318
fp.dieH_um=568
die_w_um=568
die_area_mm2=0.323
rows=207
ios=38

[cts]
cts_setup_buffers=0
clock_latency_ns=0.97
htree_levels=5
holdBufCountCts=0
clockBufferDepth=4
root_buffer=clkbuf_16
cts_buffers=416
cts.reportedPaths.clkPinSlew_ns=0.06
cts-resized-gates=0
tritoncts=built
clkSinkCount=4104

[setup_path]
endpoint=delay_1.rdata[3]
crit_arrival_ns=8.73
worstPathRequired_ns=17.89
slowest_delay_ns=0.81
slowest_stage=nand4_1
ff2ff_setup_slack_ns=13.69
crit_family=buffers and inverters
rr_startpoint=ram[251][3]
setup.worst_path.end_class=register
crit_type=in2reg
worstPathBufferInverterCount=5
rr_worst_depth=7
cp.depth=11
cp_max_fo=53
crit_start=addrb[1]
cp_common_cell=buf_4
crit_path_cell_trace=buf_8 -> buf_4 -> buf_4 -> buf_4 -> buf_4 -> mux4_2 -> o22ai_1 -> a22oi_1 -> nand4_1 -> and4_1 -> nor4_2
startpoint_type=primary input
r2r-end=delay_1.rdata[3]

[outcome]
status=finished, final reports clean

[run]
warnings=38
maxCapViolCount=0

[pwr]
power_density_mw_per_mm2=117
p_leak_nw=56.2
power_mw=20.8
irDropWorstVdd_mv=0.104

[global_routing]
antenna_found_initial=20
grt_max_degree=125
gr-usage-all-layers_pct=29.7
grt_pass1_vias=86400
overflow=0
grt_pass1_wl_um=606000

[min_path]
whs_path_depth=5
hold_path_class=reg2reg

[cell type report]
| class | count | area share (%) |
|---|---|---|
| Multi-Input combinational cell | 3400 | 19.1 |
| Clock buffer | 510 | 6.14 |
| Inverter | 4 | 0.0126 |
| Tap cell | 4180 | 2.94 |
| Timing Repair Buffer | 293 | 1.41 |
| Antenna cell | 36 | 0.0506 |
| Clock inverter | 243 | 1.18 |
| Sequential cell | 4104 | 69.2 |
[cell usage after synthesis (all sizes together), types with 36 or more instances]
| master | number | area (um^2) |
|---|---|---|
| o21ai | 116 | 581 |
| a22oi | 94 | 706 |
| nor2 | 564 | 2120 |
| mux2i | 823 | 8240 |
| o221ai | 367 | 3210 |
| nand4 | 45 | 282 |
| buf | 265 | 2300 |
| edfxtp | 4104 | 123000 |
| a21oi | 209 | 1050 |
| nand3 | 36 | 180 |
| mux4 | 634 | 14300 |
| clkbuf | 247 | 927 |
| o22ai | 185 | 1160 |
| nand2 | 118 | 443 |
[stage by stage]
step | instances | util, % | setup WS [ns] | area, um^2
floorplan | 8021 | - | 11.55 | 160000
global placement | 12000 | 51.8 | 8.20 | 165000
detailed placement | 12000 | 51.8 | 8.20 | 165000
CTS | 12700 | 55.9 | 9.26 | 178000
global route | 12800 | 55.9 | 8.80 | 178000
finish | 12800 | 55.9 | 9.16 | 178000
[cell families (layout without fill, tap and decap cells)]
family | after synthesis | in the layout | synth area share, %
mux | 1458 | 1458 | 14.1
buf+inv | 517 | 1050 | 2.03
flops | 4104 | 4104 | 76.9
simple gates | 904 | 904 | 2.47
other cells | 0 | 36 | 0
compound gates | 1038 | 1038 | 4.51
[worst reg2reg max path: stages, from the launching register on]
cell	delay, ns
edfxtp_1	0.33
mux2i_1	0.06
o221ai_1	0.58
o22ai_1	0.18
a22oi_1	0.38
nand4_1	0.82
and4_1	0.60
nor4_2	0.29
[registers in the layout, summed over array words and instances (netlist names)]
name	flops
ram	4096
delay_1.rdata	8
[power by group]
group	leakage, nW	total (mW)	internal [mW]	switching, mW
registers	36.9	11.1	11.1	0.0133
clock network	6.37	8.72	5.01	3.71
logic	13.0	0.978	0.304	0.673
total	56.2	20.8	16.4	4.40
[metal layers]
layer | vias up | track usage (%) | share of wire (%)
met2 | 4881 | 41.4 | 46
met5 | - | 2.89 | 0.20
met4 | 35 | 6.91 | 3.0
met1 | 40700 | 39.2 | 32
met3 | 674 | 23.0 | 18
li1 | 34000 | - | -
[worst min-delay path by stage]
stage | start | endpoint | slack (ns)
5_1_grt | ram[425][4] | delay_1.rdata[4] | 1.34
4_1_cts | ram[431][7] | delay_1.rdata[7] | 1.25
6_report | ram[431][7] | delay_1.rdata[7] | 1.24
Power figures rest on the tool's default switching activity, not on a simulated workload.
